### flow/run.sh
#!/bin/bash
# OpenROAD 26Q1-2900-gdf79404cd8, Yosys 0.63+post, stock flow scripts
make -C /OpenROAD-flow-scripts/flow DESIGN_CONFIG=/design/flow/config.mk WORK_HOME=/design/flow/orfs finish
### flow/config.mk
export PLATFORM = sky130hd
export DESIGN_NAME = mult_top
export DESIGN_NICKNAME = mult_top
export VERILOG_FILES = /design/flow/design.v
export SDC_FILE = /design/flow/constraint.sdc
export NUM_CORES = 4
export LEC_CHECK = 1
export CORE_UTILIZATION = 30
### flow/constraint.sdc
current_design mult_top

set clk_period 11.7
set clk_io_pct 0.2

create_clock -name clk0 -period $clk_period [get_ports {clk}]

set non_clock_inputs [all_inputs -no_clocks]
set_input_delay [expr $clk_period * $clk_io_pct] -clock clk0 $non_clock_inputs
set_output_delay [expr $clk_period * $clk_io_pct] -clock clk0 [all_outputs]
### flow/design.v
`timescale 1ns / 1ps
module R4ABM1p14( x,y,p);
input [15:0] x,y;
output [31:0] p;
wire [7:0] sign_factor;
wire [16:0] p1;
assign sign_factor[0] = y[1] & y[0];
genvar i;
generate
	for ( i = 0; i < 14; i = i+1 )
		begin : pp_first 
		booth_R4ABM1 pp_pr(x[i],y[1],y[0],1'b0,p1[i]);
		end
endgenerate
genvar i0;
generate
	for ( i0 = 14; i0 < 16; i0 = i0+1 )
		begin : pp_first_exact 
		booth pp_pr(x[i0],x[i0-1],y[1],y[0],1'b0,p1[i0]);
		end
endgenerate
booth last_pp0(x[15],x[15],y[1],y[0],1'b0,p1[16]);
wire [16:0] p2;
assign sign_factor[1] = y[3] & (y[2] ^ y[1]);
genvar i1;
generate
	for ( i1 = 0; i1 < 12; i1 = i1+1 )
		begin : pp_second 
		booth_R4ABM1 pp_pr(x[i1],y[3],y[2],y[1],p2[i1]);
		end
endgenerate
genvar i10;
generate
	for ( i10 = 12; i10 < 16; i10 = i10+1 )
		begin : pp_second_exact 
		booth pp_pr(x[i10],x[i10-1],y[3],y[2],y[1],p2[i10]);
		end
endgenerate
booth last_pp1(x[15],x[15],y[3],y[2],y[1],p2[16]);
wire [16:0] p3;
assign sign_factor[2] = y[5] & (y[4] ^ y[3]);
genvar i2;
generate
	for ( i2 = 0; i2 < 10; i2 = i2+1 )
		begin : pp_third 
		booth_R4ABM1 pp_pr(x[i2],y[5],y[4],y[3],p3[i2]);
		end
endgenerate
genvar j21;
generate
	for ( j21 = 10; j21 < 16; j21 = j21+1 )
		begin : pp_third_exact 
		booth pp_pr(x[j21],x[j21-1],y[5],y[4],y[3],p3[j21]);
		end
endgenerate
booth last_pp2(x[15],x[15],y[5],y[4],y[3],p3[16]);
wire [16:0] p4;
assign sign_factor[3] = y[7] & (y[6] ^ y[5]);
genvar i3;
generate
	for ( i3 = 0; i3 < 8; i3 = i3+1 )
		begin : pp_fourth 
		booth_R4ABM1 pp_pr(x[i3],y[7],y[6],y[4],p4[i3]);
		end
endgenerate
genvar j3;
generate
	for ( j3 = 8; j3 < 16; j3 = j3+1 )
		begin : pp_fourth_exact 
		booth pp_pr(x[j3],x[j3-1],y[7],y[6],y[5],p4[j3]);
		end
endgenerate
booth last_pp3(x[15],x[15],y[7],y[6],y[5],p4[16]);
wire [16:0] p5;
assign sign_factor[4] = y[9] & (y[8] ^ y[7]);
genvar i4;
generate
	for ( i4 = 0; i4 < 6; i4 = i4+1 )
		begin : pp_fifth 
		booth_R4ABM1 pp_pr(x[i4],y[9],y[8],y[7],p5[i4]);
		end
endgenerate
genvar j4;
generate
	for ( j4 = 6; j4 < 16; j4 = j4+1 )
		begin : pp_fifth_exact 
		booth pp_pr(x[j4],x[j4-1],y[9],y[8],y[7],p5[j4]);
		end
endgenerate
booth last_pp4(x[15],x[15],y[9],y[8],y[7],p5[16]);
wire [16:0] p6;
assign sign_factor[5] = y[11] & (y[10] ^ y[9]);
genvar i5;
generate
	for ( i5 = 0; i5 < 4; i5 = i5+1 )
		begin : pp_sixt
		booth_R4ABM1 pp_pr(x[i5],y[11],y[10],y[9],p6[i5]);
		end
endgenerate
genvar j5;
generate
	for ( j5 = 4; j5 < 16; j5 = j5+1 )
		begin : pp_sixt_exact 
		booth pp_pr(x[j5],x[j5-1],y[11],y[10],y[9],p6[j5]);
		end
endgenerate
booth last_pp5(x[15],x[15],y[11],y[10],y[9],p6[16]);
wire [16:0] p7;
assign sign_factor[6] = y[13] & (y[12] ^ y[11]);
genvar i6;
generate
	for ( i6 = 0; i6 < 2; i6 = i6+1 )
		begin : pp_seven
		booth_R4ABM1 pp_pr(x[i6],y[13],y[12],y[11],p7[i6]);
		end
endgenerate
genvar j6;
generate
	for ( j6 = 2; j6 < 16; j6 = j6+1 )
		begin : pp_seven_exact 
		booth pp_pr(x[j6],x[j6-1],y[13],y[12],y[11],p7[j6]);
		end
endgenerate
booth last_pp6(x[15],x[15],y[13],y[12],y[11],p7[16]);
wire [16:0] p8;
assign sign_factor[7] = y[15] & (y[14] ^ y[13]);
booth first_pp6(x[15],1'b0,y[15],y[14],y[13],p8[0]);
genvar j7;
generate
	for ( j7 = 1; j7 < 16; j7 = j7+1 )
		begin : pp_eight_exact 
		booth pp_pr(x[j7],x[j7-1],y[15],y[14],y[13],p8[j7]);
		end
endgenerate
booth last_pp7(x[15],x[15],y[15],y[14],y[13],p8[16]);
wire [7:0] E_MSB;
wire E_MSB0_neg;
not xn1(E_MSB[0],p1[16]);
not xn2(E_MSB[1],p2[16]);
not xn3(E_MSB[2],p3[16]);
not xn4(E_MSB[3],p4[16]);
not xn5(E_MSB[4],p5[16]);
not xn6(E_MSB[5],p6[16]);
not xn7(E_MSB[6],p7[16]);
not xn8(E_MSB[7],p8[16]);
not n1(E_MSB0_neg,E_MSB[0]);
wire [16:0] sum00_FA;
wire [16:0] carry00_FA;
wire [2:0] sum00_HA;
wire [2:0] carry00_HA;
wire [2:0] tmp001_HA;
wire [2:0] tmp002_HA;
assign tmp001_HA = {1'b1,p1[3],p1[0]};
assign tmp002_HA = {p3[16],p2[1],sign_factor[0]};
genvar i000;
generate
	for (i000 = 0; i000 < 3; i000 = i000 + 1)
		begin : pp_had000
		HAd pp_had(tmp001_HA[i000],tmp002_HA[i000],carry00_HA[i000],sum00_HA[i000]);
		end
endgenerate
wire [16:0] tmp001_FA;
wire [16:0] tmp002_FA;
wire [16:0] tmp003_FA;
assign tmp001_FA = {E_MSB[0],E_MSB0_neg,E_MSB0_neg, p1[16:4],p1[2]};
assign tmp002_FA = {E_MSB[1],p2[16:2],p2[0]};
assign tmp003_FA = {p3[16:0],sign_factor[1]};
genvar i001;
generate
	for (i001 = 0; i001 < 17; i001 = i001 + 1)
		begin : pp_fad00
		FAd pp_fad(tmp001_FA[i001],tmp002_FA[i001], tmp003_FA[i001], carry00_FA[i001],sum00_FA[i001]);
		end
endgenerate
wire [15:0] sum01_FA;
wire [15:0] carry01_FA;
wire [3:0] sum01_HA;
wire [3:0] carry01_HA;
wire [3:0] tmp011_HA;
wire [3:0] tmp012_HA;
assign tmp011_HA = {1'b1,E_MSB[4],p4[3],p4[0]};
assign tmp012_HA = {p6[16:15],p5[1],sign_factor[3]};
genvar i010;
generate
	for (i010 = 0; i010 < 4; i010 = i010 + 1)
		begin : pp_had01
		HAd pp_had(tmp011_HA[i010],tmp012_HA[i010],carry01_HA[i010],sum01_HA[i010]);
		end
endgenerate
wire [15:0] tmp011_FA;
wire [15:0] tmp012_FA;
wire [15:0] tmp013_FA;
assign tmp011_FA = {1'b1,E_MSB[3],p4[16:4],p4[2]};
assign tmp012_FA = {p5[16:2],p5[0]};
assign tmp013_FA = {p6[14:0],sign_factor[4]};
genvar i011;
generate
	for (i011 = 0; i011 < 16; i011 = i011 + 1)
		begin : pp_fad01
		FAd pp_fad(tmp011_FA[i011],tmp012_FA[i011], tmp013_FA[i011], carry01_FA[i011],sum01_FA[i011]);
		end
endgenerate
wire  sum02_FA;
wire  carry02_FA;
wire [16:0] sum02_HA;
wire [16:0] carry02_HA;
FAd f020(p7[2],p8[0],sign_factor[7],carry02_FA,sum02_FA);
wire [16:0] tmp021_HA;
wire [16:0] tmp022_HA;
assign tmp021_HA = {1'b1,E_MSB[6],p7[16:3],p7[0]};
assign tmp022_HA = {p8[16:1],sign_factor[6]};
genvar i020;
generate
	for (i020 = 0; i020  < 17; i020  = i020  + 1)
		begin : pp_had02
		HAd pp_had(tmp021_HA[i020],tmp022_HA[i020],carry02_HA[i020],sum02_HA[i020]);
		end
endgenerate
wire [16:0] sum10_FA;
wire [16:0] carry10_FA;
wire [3:0] sum10_HA;
wire [3:0] carry10_HA;
HAd h100(p1[1],carry00_HA[0],carry10_HA[0],sum10_HA[0]);
HAd h101(sum00_HA[1],carry00_FA[0],carry10_HA[1],sum10_HA[1]);
HAd h102(sum00_FA[2],carry00_FA[1],carry10_HA[2],sum10_HA[2]);
HAd h103(1'b1,sum01_FA[13],carry10_HA[3],sum10_HA[3]);
wire[16:0] tmp100;
wire[16:0] tmp101;
wire[16:0] tmp102;
assign tmp100 = { E_MSB[2],sum00_HA[2],sum00_FA[16:3],sum00_FA[1]};
assign tmp101 = {carry00_HA[2],carry00_FA[16:2],carry00_HA[1]};
assign tmp102 = {sum01_FA[12:1],sum01_HA[1],sum01_FA[0],p4[1],sum01_HA[0],sign_factor[2]};
genvar i11;
generate
	for(i11 = 0; i11 < 17; i11 = i11 +1 )
		begin : pp_fad10
		FAd pp_fad(tmp100[i11],tmp101[i11],tmp102[i11],carry10_FA[i11],sum10_FA[i11]);
		end
endgenerate
wire [13:0] sum11_FA;
wire [13:0] carry11_FA;
wire [6:0] sum11_HA;
wire [6:0] carry11_HA;   
wire[6:0] tmp100_HA;
wire[6:0] tmp101_HA;
assign tmp100_HA = {E_MSB[7],sum02_HA[16:14],carry01_FA[4],carry01_FA[2],carry01_HA[1]};
assign tmp101_HA = {carry02_HA[16:13],sum02_FA,sum02_HA[0],sign_factor[5]};
genvar i12;
generate
	for(i12 = 0; i12 < 7; i12 = i12 +1 )
		begin : pp_had11
		HAd pp_had(tmp100_HA[i12],tmp101_HA[i12],carry11_HA[i12],sum11_HA[i12]);
		end
endgenerate
wire[13:0] tmp110_FA;
wire[13:0] tmp111_FA;
wire[13:0] tmp112_FA;
assign tmp110_FA = {carry01_HA[3:2],carry01_FA[15:5],carry01_FA[3]};
assign tmp111_FA = {sum02_HA[13:1],p7[1]};
assign tmp112_FA = {carry02_HA[12:1],carry02_FA,carry02_HA[0]};
genvar i13;
generate
	for(i13 = 0; i13 < 14; i13 = i13 +1 )
		begin : pp_fad12
		FAd pp_fad(tmp110_FA[i13],tmp111_FA[i13],tmp112_FA[i13],carry11_FA[i13],sum11_FA[i13]);
		end
endgenerate
wire [20:0] sum20_FA;
wire [20:0] carry20_FA;
wire [7:0] sum20_HA;
wire [7:0] carry20_HA; 
wire[7:0] tmp200_HA;
wire[7:0] tmp201_HA;
assign tmp200_HA = {sum11_HA[6:4],sum10_FA[3],sum10_FA[1],sum10_HA[2],sum10_FA[0],sum00_FA[0]};
assign tmp201_HA = {carry11_HA[5:3],carry10_FA[2],carry10_HA[2],carry10_FA[0],carry10_HA[1],carry10_HA[0]};
genvar i20;
generate
	for(i20 = 0; i20 < 8; i20 = i20 +1 )
		begin : pp_had20 
		HAd pp_had(tmp200_HA[i20],tmp201_HA[i20],carry20_HA[i20],sum20_HA[i20]);
		end
endgenerate
wire[20:0] tmp200_FA;
wire[20:0] tmp201_FA;
wire[20:0] tmp202_FA;
assign tmp200_FA = {1'b1,E_MSB[5],sum01_HA[3:2],sum01_FA[15:14],sum10_HA[3],sum10_FA[16:4],sum10_FA[2]};
assign tmp201_FA = {sum11_HA[3],sum11_FA[13:10],carry10_HA[3],carry10_FA[16:3],carry10_FA[1]};
assign tmp202_FA = {carry11_FA[13:9],sum11_FA[9:1],sum11_HA[2],sum11_FA[0],sum11_HA[1],carry01_FA[1],sum11_HA[0],carry01_FA[0],carry01_HA[0]};
genvar i21;
generate
	for(i21 = 0; i21 < 21; i21 = i21 +1 )
		begin : pp_fad20
		FAd pp_fad(tmp200_FA[i21],tmp201_FA[i21],tmp202_FA[i21],carry20_FA[i21],sum20_FA[i21]);
		end
endgenerate
wire [11:0] sum30_FA;
wire [11:0] carry30_FA;
wire [16:0] sum30_HA;
wire [16:0] carry30_HA; 
wire[16:0] tmp300_HA;
wire[16:0] tmp301_HA;
assign tmp300_HA = {carry11_HA[6],sum20_HA[7:5] ,sum20_FA[20:16],sum20_FA[4],sum20_FA[2:1],sum20_HA[4],sum20_FA[0],sum20_HA[3:2],sum10_HA[1]};
assign tmp301_HA = {carry20_HA[7:5],carry20_FA[20:15],carry20_FA[3],carry20_FA[1],carry20_HA[4],carry20_FA[0],carry20_HA[3:0]};
genvar i30;
generate
	for(i30 = 0; i30 < 17; i30 = i30 +1 )
		begin : pp_had30
		HAd pp_had(tmp300_HA[i30],tmp301_HA[i30],carry30_HA[i30],sum30_HA[i30]);
		end
endgenerate
wire[11:0] tmp300_FA;
wire[11:0] tmp301_FA;
wire[11:0] tmp302_FA;
assign tmp300_FA = {sum20_FA[15:5],sum20_FA[3]};
assign tmp301_FA = {carry20_FA[14:4],carry20_FA[2]};
assign tmp302_FA = {carry11_FA[8:1],carry11_HA[2],carry11_FA[0],carry11_HA[1:0]};
genvar i31;
generate
	for(i31 = 0; i31 < 12; i31 = i31 +1 )
		begin : pp_fad31
		FAd pp_fad(tmp300_FA[i31],tmp301_FA[i31], tmp302_FA[i31], carry30_FA[i31],sum30_FA[i31]);
		end
endgenerate
wire [31:0] tmp_ADD1;
wire [31:0] tmp_ADD2;
assign tmp_ADD1 = {sum30_HA[15:8],sum30_FA[11:1],sum30_HA[7],sum30_FA[0],sum30_HA[6:1],sum20_HA[1],sum30_HA[0],sum20_HA[0],sum10_HA[0],sum00_HA[0]}; 
assign tmp_ADD2 = {carry30_HA[14:8],carry30_FA[11:1],carry30_HA[7],carry30_FA[0],carry30_HA[6:1],1'b0,carry30_HA[0],4'b0}; 
assign p = tmp_ADD1 + tmp_ADD2;
endmodule
module booth(a1,a0,b2,b1,b0,p);
	input a1,a0,b2,b1,b0;
	output p;
    wire [1:0] k;
    assign k[0] = (b1 ^ b0) & (b2 ^ a1);
    assign k[1] = (~(b1 ^ b0)) & (b2 ^ b1) & (b2 ^ a0);
    assign p = k[0] | k[1];
endmodule
module booth_R4ABM1(a0,b2,b1,b0,p);
	input a0,b2,b1,b0;
	output p;
	wire [1:0] k;
    assign k[0] = b1 ^ b0;
    assign k[1] = b2 ^ a0;
    assign p = k[0] & k[1];
endmodule
module HAd(a,b,c,s);
	input a,b;
	output c,s;
	xor x1(s,a,b);
	and a1(c,a,b);
endmodule
module FAd(a,b,c,cy,sm);
	input a,b,c;
	output cy,sm;
	wire x,y,z;
	xor x1(x,a,b);
	xor x2(sm,x,c);
	and a1(y,a,b);
	and a2(z,x,c);
	or o1(cy,y,z);
endmodule
module FA(a,b,c,cy,sm);
	input a,b,c;
	output cy,sm;
	wire x,y,z;
	xor x1(x,a,b);
	xor x2(sm,x,c);
	and a1(y,a,b);
	and a2(z,x,c);
	or o1(cy,y,z);
endmodule
module carry_lookahead_adder
  #(parameter WIDTH = 16)
  (
   input [WIDTH-1:0] i_add1,
   input [WIDTH-1:0] i_add2,
   output [WIDTH:0]  o_result
   );
  wire [WIDTH:0]     w_C;
  wire [WIDTH-1:0]   w_G, w_P, w_SUM;
  genvar  ii;
  generate
    for (ii=0; ii<WIDTH; ii=ii+1) 
      begin
        FA full_adder_inst
            ( 
              .a(i_add1[ii]),
              .b(i_add2[ii]),
              .c(w_C[ii]),
              .sm(w_SUM[ii]),
              .cy()
              );
      end
  endgenerate
  genvar             jj;
  generate
    for (jj=0; jj<WIDTH; jj=jj+1) 
      begin
        assign w_G[jj]   = i_add1[jj] & i_add2[jj];
        assign w_P[jj]   = i_add1[jj] | i_add2[jj];
        assign w_C[jj+1] = w_G[jj] | (w_P[jj] & w_C[jj]);
      end
  endgenerate
  assign w_C[0] = 1'b0;  
  assign o_result = {w_C[WIDTH], w_SUM};    
endmodule  
`timescale 1ns / 10ps
module mult_top(
    input clk,
    input  [15:0] x,
    input  [15:0] y,
    output reg [31:0] p_out
    );
    wire [31:0] P_vec;
    reg [15:0] X_vec;
    reg [15:0] Y_vec;
    R4ABM1p14 mult(X_vec,Y_vec,P_vec); 
    always @(posedge clk) 
    begin
        p_out = P_vec;
        X_vec = x;
        Y_vec = y;
    end
endmodule 
==> results.tsv <==
stage	metric	value	unit
grt	grt_pass1_vias	6480	
yosys	synthFlopType	dfxtp_1	
clock_network	clk_pin_slew	0.06	ns
grt	grt_overflow_total	0	
clock_network	cts_hold_buffers	0	
setup_path	cp.arrival	5.78	ns
final_timing	slew_violations	0	
final_timing	setup_ws	6.13	ns
grt	grt_max_degree	28	
setup_path	required	11.91	ns
final_timing	tightest_slew	0.862	ns
route	drtIter0Drc	449	
route	drtPass1Iterations	5	
pwr	power_density	324	mW/mm2
setup_path	path_class	flop to flop	
route	dr_total_vias	6836	
floorplan	fp_util	30.6	%
setup_path	cpMostUsedCell	fa_1	
run	drv_cap	0	
route	routed_wirelength	21.4	mm
clock_network	cts_sinks	64	
yosys	yosysTopAreaCell	fa_1	
outcome	status	complete, no violations	
place	place_hpwl	16.7	mm
clock_network	postCtsSetupBuffers	0	
final_timing	clock.fmax	180	MHz
pwr	p_leak	0.00440	uW
setup_path	path_buffers	2	
hold_path	hold_path.class	flop to flop	
final_timing	post-route-min-period	5.57	ns
yosys	syn-cell-area	0.00877	mm2
route	drc	0	
final_timing	finalCritPeriodShare	47.6	%
final_layout	drive_above_1_share	5.58	%
pwr	peakVddDrop	0.209	mV
final_timing	rsz0062_at_grt	false	
clock_network	cts_buffer_depth	2	
setup_path	path_max_fanout	24	
clock_network	clockRootBuffer	clkbuf_16	
final_timing	skew	0.00901	ns
setup_path	crit_family	adder cells	
grt	grt_pass1_wl	34.6	mm
floorplan	ios	65	
place	place.gp.congestion	0.879	
setup_path	cp-end-kind	flop	
yosys	synth_flops	64	
yosys	postSynthSeqShare	14.6	%
final_layout	syn2layout_area_growth	14.9	%
yosys	synthArstFlopShare	0	%
route	vias_per_cell	4.80	
setup_path	worstPathCellList	buf_4, xnor2_1, nor2_1, a211oi_1, fa_1, fa_1, fa_1, inv_1, fa_1, ha_1, nand4_1, nor4b_1, a211oi_1, nand2_1, a31oi_1, xnor2_1	
clock_network	postCtsResizedCells	0	
setup_path	crit_path_top_delay_cell	xnor2_1	
yosys	topCellsByArea	fa_1, dfxtp_1, ha_1, xor2_1, xnor2_1	
setup_path	cp-start-kind	flop	
yosys	netlist_instances	1018	
floorplan	chipArea	0.0299	mm2
clock_network	cts_tree	done	
grt	antenna_found_initial	0	
yosys	ys_cells	1018	
grt	grt_util_all_layers	14.9	%
clock_network	ctsHtreeMaxLevel	3	
floorplan	core	0.0287	mm2
yosys	yosysWarnings	1	
place	io_buffers	64	
floorplan	rows	62	
floorplan	die_y	173	um
yosys	top_area_share	21.9	%
run	warnings	25	
yosys	ys_chip_area	0.00877	mm2
route	n_antenna_cell	0	
yosys	synth-edff-count	0	
route	ant_nets	0	
floorplan	dieWidth	173	um
place	dp_slack	6.15	ns
final_timing	hold_viol	0	
clock_network	insertion_delay	0.34	ns
clock_network	numCtsBuffers	9	
setup_path	critPathMaxStageDelay	0.63	ns
yosys	ys_types	59	
final_timing	relSlewSlack	42.5	%
final_timing	holdWs	0.925	ns
final_layout	final_util	35.1	%
final_timing	finalSetupViolCount	0	
route	wire_per_inst	15.1	um
final_timing	tns	0	ns
yosys	synth.avg_cell_area	8.62	um2
==> power by group <==
| part | switching (uW) | internal, uW |
|---|---|---|
| registers | 24.0 | 315 |
| logic | 1520 | 1090 |
| clock network | 107 | 215 |
==> worst reg2reg max path: cells and delay by family (launching register included) <==
kind	cells	cell delay, ns
buffers and inverters	2	0.29
AOI/OAI and AO/OA	3	0.68
DFF	1	0.30
xor gates and xnor gates	2	0.78
and+or+nand+nor	4	0.91
adders and majority gates	5	2.48
==> metrics by stage <==
stage	cell area [um2]	instances	total power, uW
after floorplan	8770	1018	2340
after global placement	9730	1407	2970
after detailed placement	9730	1407	2950
after CTS	10100	1423	3300
after global routing	10100	1423	3640
final	10100	1423	3270
==> worst paths after layout <==
| check | start | end | slack, ns | cells after the start |
|---|---|---|---|---|
| hold / removal | Y_vec[1] | p_out[0] | 0.92 | 3 |
| setup / recovery | Y_vec[5] | p_out[24] | 6.13 | 16 |
| hold reg to reg | Y_vec[1] | p_out[0] | 0.92 | 3 |
| setup reg to reg | Y_vec[5] | p_out[24] | 6.13 | 16 |
==> cells in the mapped netlist, drive strengths merged, types with 2 or more instances <==
library cell,count
o22ai,8
a22oi,30
nand4,7
o41ai,2
a211oi,11
nor4,3
and3b,4
a21oi,53
nand3b,2
o21a,2
xnor2,53
buf,32
dfxtp,64
a221oi,19
nand3,7
ha,79
clkbuf,51
o21bai,4
nand2b,5
a221o,4
o221ai,3
or3b,3
a31oi,4
nand2,81
a21o,5
nor2b,3
inv,113
nor3,6
nor2,70
xor2,110
o21ai,56
and2,14
fa,96
==> cell families (layout without fill, tap and decap cells) <==
family                     count (synthesis)  count (layout)  synth area share [%]
muxes                                      1               1                 0.114
xor gates and xnor gates                 163             163                  16.3
adders and majority gates                176             176                  33.3
DFF                                       64              64                  14.6
and+or+nand+nor                          208             208                  10.9
AOI/OAI and AO/OA                        210             210                  16.1
buffers and inverters                    196             217                  8.78
==> layout make-up <==
type                       count  area [um2]
sequential                    64        1280
clock buffer                  10         239
timing repair buffer          88         821
multi-input combinational    758        6720
clock inverter                 6         115
inverter                     113         424
tap                          384         480
fill                        2925       18600
==> flip-flops by register name, indices dropped and copies added (netlist names) <==
register	flops
Y_vec	16
X_vec	16
p_out	32
==> cell usage in the layout (no fill, tap or decap), drive strengths merged, types with 5 or more instances in the layout <==
master         instances
dfxtp                 64
fa                    96
a221oi                19
nor2                  70
clkbuf                10
clkdlybuf4s50         64
a21oi                 53
xor2                 110
nand4                  7
nand3                  7
a22oi                 30
nand2                 81
nand2b                 5
o22ai                  8
ha                    79
buf                   24
o21ai                 56
xnor2                 53
and2                  14
a21o                   5
inv                  114
nor3                   6
a211oi                11
==> metal layers <==
layer	share of wire, %	wire length (um)	global-route usage (%)	up-vias
li1	-	-	-	3383
met1	46	9890	23.1	3207
met2	46	9900	22.3	230
met3	6.3	1340	3.05	16
met4	1.5	312	2.10	0
met5	0	0	0	-
Power and IR drop assume default switching activity.
