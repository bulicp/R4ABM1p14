===== design.v =====
`timescale 1ns / 1ps
module R4ABM1p14( x,y,p);
input [15:0] x,y;
output [31:0] p;
wire [7:0] sign_factor;
wire [16:0] p1;
assign sign_factor[0] = y[1] & y[0];
genvar i;
generate
	for ( i = 0; i < 14; i = i+1 )
		begin : pp_first 
		booth_R4ABM1 pp_pr(x[i],y[1],y[0],1'b0,p1[i]);
		end
endgenerate
genvar i0;
generate
	for ( i0 = 14; i0 < 16; i0 = i0+1 )
		begin : pp_first_exact 
		booth pp_pr(x[i0],x[i0-1],y[1],y[0],1'b0,p1[i0]);
		end
endgenerate
booth last_pp0(x[15],x[15],y[1],y[0],1'b0,p1[16]);
wire [16:0] p2;
assign sign_factor[1] = y[3] & (y[2] ^ y[1]);
genvar i1;
generate
	for ( i1 = 0; i1 < 12; i1 = i1+1 )
		begin : pp_second 
		booth_R4ABM1 pp_pr(x[i1],y[3],y[2],y[1],p2[i1]);
		end
endgenerate
genvar i10;
generate
	for ( i10 = 12; i10 < 16; i10 = i10+1 )
		begin : pp_second_exact 
		booth pp_pr(x[i10],x[i10-1],y[3],y[2],y[1],p2[i10]);
		end
endgenerate
booth last_pp1(x[15],x[15],y[3],y[2],y[1],p2[16]);
wire [16:0] p3;
assign sign_factor[2] = y[5] & (y[4] ^ y[3]);
genvar i2;
generate
	for ( i2 = 0; i2 < 10; i2 = i2+1 )
		begin : pp_third 
		booth_R4ABM1 pp_pr(x[i2],y[5],y[4],y[3],p3[i2]);
		end
endgenerate
genvar j21;
generate
	for ( j21 = 10; j21 < 16; j21 = j21+1 )
		begin : pp_third_exact 
		booth pp_pr(x[j21],x[j21-1],y[5],y[4],y[3],p3[j21]);
		end
endgenerate
booth last_pp2(x[15],x[15],y[5],y[4],y[3],p3[16]);
wire [16:0] p4;
assign sign_factor[3] = y[7] & (y[6] ^ y[5]);
genvar i3;
generate
	for ( i3 = 0; i3 < 8; i3 = i3+1 )
		begin : pp_fourth 
		booth_R4ABM1 pp_pr(x[i3],y[7],y[6],y[4],p4[i3]);
		end
endgenerate
genvar j3;
generate
	for ( j3 = 8; j3 < 16; j3 = j3+1 )
		begin : pp_fourth_exact 
		booth pp_pr(x[j3],x[j3-1],y[7],y[6],y[5],p4[j3]);
		end
endgenerate
booth last_pp3(x[15],x[15],y[7],y[6],y[5],p4[16]);
wire [16:0] p5;
assign sign_factor[4] = y[9] & (y[8] ^ y[7]);
genvar i4;
generate
	for ( i4 = 0; i4 < 6; i4 = i4+1 )
		begin : pp_fifth 
		booth_R4ABM1 pp_pr(x[i4],y[9],y[8],y[7],p5[i4]);
		end
endgenerate
genvar j4;
generate
	for ( j4 = 6; j4 < 16; j4 = j4+1 )
		begin : pp_fifth_exact 
		booth pp_pr(x[j4],x[j4-1],y[9],y[8],y[7],p5[j4]);
		end
endgenerate
booth last_pp4(x[15],x[15],y[9],y[8],y[7],p5[16]);
wire [16:0] p6;
assign sign_factor[5] = y[11] & (y[10] ^ y[9]);
genvar i5;
generate
	for ( i5 = 0; i5 < 4; i5 = i5+1 )
		begin : pp_sixt
		booth_R4ABM1 pp_pr(x[i5],y[11],y[10],y[9],p6[i5]);
		end
endgenerate
genvar j5;
generate
	for ( j5 = 4; j5 < 16; j5 = j5+1 )
		begin : pp_sixt_exact 
		booth pp_pr(x[j5],x[j5-1],y[11],y[10],y[9],p6[j5]);
		end
endgenerate
booth last_pp5(x[15],x[15],y[11],y[10],y[9],p6[16]);
wire [16:0] p7;
assign sign_factor[6] = y[13] & (y[12] ^ y[11]);
genvar i6;
generate
	for ( i6 = 0; i6 < 2; i6 = i6+1 )
		begin : pp_seven
		booth_R4ABM1 pp_pr(x[i6],y[13],y[12],y[11],p7[i6]);
		end
endgenerate
genvar j6;
generate
	for ( j6 = 2; j6 < 16; j6 = j6+1 )
		begin : pp_seven_exact 
		booth pp_pr(x[j6],x[j6-1],y[13],y[12],y[11],p7[j6]);
		end
endgenerate
booth last_pp6(x[15],x[15],y[13],y[12],y[11],p7[16]);
wire [16:0] p8;
assign sign_factor[7] = y[15] & (y[14] ^ y[13]);
booth first_pp6(x[15],1'b0,y[15],y[14],y[13],p8[0]);
genvar j7;
generate
	for ( j7 = 1; j7 < 16; j7 = j7+1 )
		begin : pp_eight_exact 
		booth pp_pr(x[j7],x[j7-1],y[15],y[14],y[13],p8[j7]);
		end
endgenerate
booth last_pp7(x[15],x[15],y[15],y[14],y[13],p8[16]);
wire [7:0] E_MSB;
wire E_MSB0_neg;
not xn1(E_MSB[0],p1[16]);
not xn2(E_MSB[1],p2[16]);
not xn3(E_MSB[2],p3[16]);
not xn4(E_MSB[3],p4[16]);
not xn5(E_MSB[4],p5[16]);
not xn6(E_MSB[5],p6[16]);
not xn7(E_MSB[6],p7[16]);
not xn8(E_MSB[7],p8[16]);
not n1(E_MSB0_neg,E_MSB[0]);
wire [16:0] sum00_FA;
wire [16:0] carry00_FA;
wire [2:0] sum00_HA;
wire [2:0] carry00_HA;
wire [2:0] tmp001_HA;
wire [2:0] tmp002_HA;
assign tmp001_HA = {1'b1,p1[3],p1[0]};
assign tmp002_HA = {p3[16],p2[1],sign_factor[0]};
genvar i000;
generate
	for (i000 = 0; i000 < 3; i000 = i000 + 1)
		begin : pp_had000
		HAd pp_had(tmp001_HA[i000],tmp002_HA[i000],carry00_HA[i000],sum00_HA[i000]);
		end
endgenerate
wire [16:0] tmp001_FA;
wire [16:0] tmp002_FA;
wire [16:0] tmp003_FA;
assign tmp001_FA = {E_MSB[0],E_MSB0_neg,E_MSB0_neg, p1[16:4],p1[2]};
assign tmp002_FA = {E_MSB[1],p2[16:2],p2[0]};
assign tmp003_FA = {p3[16:0],sign_factor[1]};
genvar i001;
generate
	for (i001 = 0; i001 < 17; i001 = i001 + 1)
		begin : pp_fad00
		FAd pp_fad(tmp001_FA[i001],tmp002_FA[i001], tmp003_FA[i001], carry00_FA[i001],sum00_FA[i001]);
		end
endgenerate
wire [15:0] sum01_FA;
wire [15:0] carry01_FA;
wire [3:0] sum01_HA;
wire [3:0] carry01_HA;
wire [3:0] tmp011_HA;
wire [3:0] tmp012_HA;
assign tmp011_HA = {1'b1,E_MSB[4],p4[3],p4[0]};
assign tmp012_HA = {p6[16:15],p5[1],sign_factor[3]};
genvar i010;
generate
	for (i010 = 0; i010 < 4; i010 = i010 + 1)
		begin : pp_had01
		HAd pp_had(tmp011_HA[i010],tmp012_HA[i010],carry01_HA[i010],sum01_HA[i010]);
		end
endgenerate
wire [15:0] tmp011_FA;
wire [15:0] tmp012_FA;
wire [15:0] tmp013_FA;
assign tmp011_FA = {1'b1,E_MSB[3],p4[16:4],p4[2]};
assign tmp012_FA = {p5[16:2],p5[0]};
assign tmp013_FA = {p6[14:0],sign_factor[4]};
genvar i011;
generate
	for (i011 = 0; i011 < 16; i011 = i011 + 1)
		begin : pp_fad01
		FAd pp_fad(tmp011_FA[i011],tmp012_FA[i011], tmp013_FA[i011], carry01_FA[i011],sum01_FA[i011]);
		end
endgenerate
wire  sum02_FA;
wire  carry02_FA;
wire [16:0] sum02_HA;
wire [16:0] carry02_HA;
FAd f020(p7[2],p8[0],sign_factor[7],carry02_FA,sum02_FA);
wire [16:0] tmp021_HA;
wire [16:0] tmp022_HA;
assign tmp021_HA = {1'b1,E_MSB[6],p7[16:3],p7[0]};
assign tmp022_HA = {p8[16:1],sign_factor[6]};
genvar i020;
generate
	for (i020 = 0; i020  < 17; i020  = i020  + 1)
		begin : pp_had02
		HAd pp_had(tmp021_HA[i020],tmp022_HA[i020],carry02_HA[i020],sum02_HA[i020]);
		end
endgenerate
wire [16:0] sum10_FA;
wire [16:0] carry10_FA;
wire [3:0] sum10_HA;
wire [3:0] carry10_HA;
HAd h100(p1[1],carry00_HA[0],carry10_HA[0],sum10_HA[0]);
HAd h101(sum00_HA[1],carry00_FA[0],carry10_HA[1],sum10_HA[1]);
HAd h102(sum00_FA[2],carry00_FA[1],carry10_HA[2],sum10_HA[2]);
HAd h103(1'b1,sum01_FA[13],carry10_HA[3],sum10_HA[3]);
wire[16:0] tmp100;
wire[16:0] tmp101;
wire[16:0] tmp102;
assign tmp100 = { E_MSB[2],sum00_HA[2],sum00_FA[16:3],sum00_FA[1]};
assign tmp101 = {carry00_HA[2],carry00_FA[16:2],carry00_HA[1]};
assign tmp102 = {sum01_FA[12:1],sum01_HA[1],sum01_FA[0],p4[1],sum01_HA[0],sign_factor[2]};
genvar i11;
generate
	for(i11 = 0; i11 < 17; i11 = i11 +1 )
		begin : pp_fad10
		FAd pp_fad(tmp100[i11],tmp101[i11],tmp102[i11],carry10_FA[i11],sum10_FA[i11]);
		end
endgenerate
wire [13:0] sum11_FA;
wire [13:0] carry11_FA;
wire [6:0] sum11_HA;
wire [6:0] carry11_HA;   
wire[6:0] tmp100_HA;
wire[6:0] tmp101_HA;
assign tmp100_HA = {E_MSB[7],sum02_HA[16:14],carry01_FA[4],carry01_FA[2],carry01_HA[1]};
assign tmp101_HA = {carry02_HA[16:13],sum02_FA,sum02_HA[0],sign_factor[5]};
genvar i12;
generate
	for(i12 = 0; i12 < 7; i12 = i12 +1 )
		begin : pp_had11
		HAd pp_had(tmp100_HA[i12],tmp101_HA[i12],carry11_HA[i12],sum11_HA[i12]);
		end
endgenerate
wire[13:0] tmp110_FA;
wire[13:0] tmp111_FA;
wire[13:0] tmp112_FA;
assign tmp110_FA = {carry01_HA[3:2],carry01_FA[15:5],carry01_FA[3]};
assign tmp111_FA = {sum02_HA[13:1],p7[1]};
assign tmp112_FA = {carry02_HA[12:1],carry02_FA,carry02_HA[0]};
genvar i13;
generate
	for(i13 = 0; i13 < 14; i13 = i13 +1 )
		begin : pp_fad12
		FAd pp_fad(tmp110_FA[i13],tmp111_FA[i13],tmp112_FA[i13],carry11_FA[i13],sum11_FA[i13]);
		end
endgenerate
wire [20:0] sum20_FA;
wire [20:0] carry20_FA;
wire [7:0] sum20_HA;
wire [7:0] carry20_HA; 
wire[7:0] tmp200_HA;
wire[7:0] tmp201_HA;
assign tmp200_HA = {sum11_HA[6:4],sum10_FA[3],sum10_FA[1],sum10_HA[2],sum10_FA[0],sum00_FA[0]};
assign tmp201_HA = {carry11_HA[5:3],carry10_FA[2],carry10_HA[2],carry10_FA[0],carry10_HA[1],carry10_HA[0]};
genvar i20;
generate
	for(i20 = 0; i20 < 8; i20 = i20 +1 )
		begin : pp_had20 
		HAd pp_had(tmp200_HA[i20],tmp201_HA[i20],carry20_HA[i20],sum20_HA[i20]);
		end
endgenerate
wire[20:0] tmp200_FA;
wire[20:0] tmp201_FA;
wire[20:0] tmp202_FA;
assign tmp200_FA = {1'b1,E_MSB[5],sum01_HA[3:2],sum01_FA[15:14],sum10_HA[3],sum10_FA[16:4],sum10_FA[2]};
assign tmp201_FA = {sum11_HA[3],sum11_FA[13:10],carry10_HA[3],carry10_FA[16:3],carry10_FA[1]};
assign tmp202_FA = {carry11_FA[13:9],sum11_FA[9:1],sum11_HA[2],sum11_FA[0],sum11_HA[1],carry01_FA[1],sum11_HA[0],carry01_FA[0],carry01_HA[0]};
genvar i21;
generate
	for(i21 = 0; i21 < 21; i21 = i21 +1 )
		begin : pp_fad20
		FAd pp_fad(tmp200_FA[i21],tmp201_FA[i21],tmp202_FA[i21],carry20_FA[i21],sum20_FA[i21]);
		end
endgenerate
wire [11:0] sum30_FA;
wire [11:0] carry30_FA;
wire [16:0] sum30_HA;
wire [16:0] carry30_HA; 
wire[16:0] tmp300_HA;
wire[16:0] tmp301_HA;
assign tmp300_HA = {carry11_HA[6],sum20_HA[7:5] ,sum20_FA[20:16],sum20_FA[4],sum20_FA[2:1],sum20_HA[4],sum20_FA[0],sum20_HA[3:2],sum10_HA[1]};
assign tmp301_HA = {carry20_HA[7:5],carry20_FA[20:15],carry20_FA[3],carry20_FA[1],carry20_HA[4],carry20_FA[0],carry20_HA[3:0]};
genvar i30;
generate
	for(i30 = 0; i30 < 17; i30 = i30 +1 )
		begin : pp_had30
		HAd pp_had(tmp300_HA[i30],tmp301_HA[i30],carry30_HA[i30],sum30_HA[i30]);
		end
endgenerate
wire[11:0] tmp300_FA;
wire[11:0] tmp301_FA;
wire[11:0] tmp302_FA;
assign tmp300_FA = {sum20_FA[15:5],sum20_FA[3]};
assign tmp301_FA = {carry20_FA[14:4],carry20_FA[2]};
assign tmp302_FA = {carry11_FA[8:1],carry11_HA[2],carry11_FA[0],carry11_HA[1:0]};
genvar i31;
generate
	for(i31 = 0; i31 < 12; i31 = i31 +1 )
		begin : pp_fad31
		FAd pp_fad(tmp300_FA[i31],tmp301_FA[i31], tmp302_FA[i31], carry30_FA[i31],sum30_FA[i31]);
		end
endgenerate
wire [31:0] tmp_ADD1;
wire [31:0] tmp_ADD2;
assign tmp_ADD1 = {sum30_HA[15:8],sum30_FA[11:1],sum30_HA[7],sum30_FA[0],sum30_HA[6:1],sum20_HA[1],sum30_HA[0],sum20_HA[0],sum10_HA[0],sum00_HA[0]}; 
assign tmp_ADD2 = {carry30_HA[14:8],carry30_FA[11:1],carry30_HA[7],carry30_FA[0],carry30_HA[6:1],1'b0,carry30_HA[0],4'b0}; 
assign p = tmp_ADD1 + tmp_ADD2;
endmodule
module booth(a1,a0,b2,b1,b0,p);
	input a1,a0,b2,b1,b0;
	output p;
    wire [1:0] k;
    assign k[0] = (b1 ^ b0) & (b2 ^ a1);
    assign k[1] = (~(b1 ^ b0)) & (b2 ^ b1) & (b2 ^ a0);
    assign p = k[0] | k[1];
endmodule
module booth_R4ABM1(a0,b2,b1,b0,p);
	input a0,b2,b1,b0;
	output p;
	wire [1:0] k;
    assign k[0] = b1 ^ b0;
    assign k[1] = b2 ^ a0;
    assign p = k[0] & k[1];
endmodule
module HAd(a,b,c,s);
	input a,b;
	output c,s;
	xor x1(s,a,b);
	and a1(c,a,b);
endmodule
module FAd(a,b,c,cy,sm);
	input a,b,c;
	output cy,sm;
	wire x,y,z;
	xor x1(x,a,b);
	xor x2(sm,x,c);
	and a1(y,a,b);
	and a2(z,x,c);
	or o1(cy,y,z);
endmodule
module FA(a,b,c,cy,sm);
	input a,b,c;
	output cy,sm;
	wire x,y,z;
	xor x1(x,a,b);
	xor x2(sm,x,c);
	and a1(y,a,b);
	and a2(z,x,c);
	or o1(cy,y,z);
endmodule
module carry_lookahead_adder
  #(parameter WIDTH = 16)
  (
   input [WIDTH-1:0] i_add1,
   input [WIDTH-1:0] i_add2,
   output [WIDTH:0]  o_result
   );
  wire [WIDTH:0]     w_C;
  wire [WIDTH-1:0]   w_G, w_P, w_SUM;
  genvar  ii;
  generate
    for (ii=0; ii<WIDTH; ii=ii+1) 
      begin
        FA full_adder_inst
            ( 
              .a(i_add1[ii]),
              .b(i_add2[ii]),
              .c(w_C[ii]),
              .sm(w_SUM[ii]),
              .cy()
              );
      end
  endgenerate
  genvar             jj;
  generate
    for (jj=0; jj<WIDTH; jj=jj+1) 
      begin
        assign w_G[jj]   = i_add1[jj] & i_add2[jj];
        assign w_P[jj]   = i_add1[jj] | i_add2[jj];
        assign w_C[jj+1] = w_G[jj] | (w_P[jj] & w_C[jj]);
      end
  endgenerate
  assign w_C[0] = 1'b0;  
  assign o_result = {w_C[WIDTH], w_SUM};    
endmodule  

===== config.mk =====
export PLATFORM = sky130hd
export DESIGN_NAME = carry_lookahead_adder
export DESIGN_NICKNAME = carry_lookahead_adder
export VERILOG_FILES = /design/flow/design.v
export SDC_FILE = /design/flow/constraint.sdc
export NUM_CORES = 4
export LEC_CHECK = 1
export CORE_AREA = 10 10 82 82
export DIE_AREA = 0 0 92 92

===== run.sh =====
#!/bin/bash
# OpenROAD 26Q1-2900-gdf79404cd8, Yosys 0.63+post, stock flow scripts
make -C /OpenROAD-flow-scripts/flow DESIGN_CONFIG=/design/flow/config.mk WORK_HOME=/design/flow/orfs finish

===== constraint.sdc =====
current_design carry_lookahead_adder

set clk_period 6.1
set clk_io_pct 0.2

create_clock -name clk0 -period $clk_period

set non_clock_inputs [all_inputs -no_clocks]
set_input_delay [expr $clk_period * $clk_io_pct] -clock clk0 $non_clock_inputs
set_output_delay [expr $clk_period * $clk_io_pct] -clock clk0 [all_outputs]

==> impl_metrics.py <==
# Generated from Yosys and OpenROAD reports
metrics = {
    "critical_path": {
        "crit_top_cell": "fa_2",
        "critical_path_arrival_ps": 6840,
        "slowest_delay_ps": 520,
        "crit_fanout": 1,
        "cpLargestDelayFamily": "adder cells",
        "crit_buf_inv": 4,
        "crit_chain": "buf_6 > ha_4 > fa_2 > fa_2 > fa_2 > fa_2 > fa_2 > fa_2 > fa_2 > fa_2 > inv_2 > fa_2 > inv_2 > fa_2 > fa_2 > fa_2 > fa_2 > fa_2 > fa_2 > buf_2",
        "crit_type": "input port to output port",
        "worstPathRequired_ps": 4880,
        "slowest_stage": "fa_2",
        "startpoint_type": "input port",
        "endpoint_kind": "output port",
    },
    "placed_design": {
        "dp_hpwl_microns": 1612,
        "gp_congestion": 0.7556,
        "port_buffers": 49,
        "placed_cell_area_sq_um": 957.2,
        "placedCellCount": 140,
    },
    "logic_synthesis": {
        "yosysCellCount": 37,
        "synth_cell_types": 4,
        "syn_inst": 37,
        "syn_area_sq_um": 451.7,
        "yosysSeqAreaShare": 0,
        "ys_area_sq_um": 451.7,
        "ys_warn_count": 0,
        "syn_area_per_cell_sq_um": 12.21,
    },
    "cells_and_area": {
        "lay_top_count": "clkdlybuf4s50_1",
        "post-route-util": 0.1810,
        "flop-count": 0,
        "seq_area_sq_um": 0,
        "final_cell_mix": "clkdlybuf4s50_1, fa_2, buf_2",
        "stdcell_count": 140,
        "syn_to_final_growth_pct": 103.3,
        "drive_gt1_frac": 0.4429,
        "finalInstanceArea_sq_um": 918.4,
        "n_fill_cell": 571,
        "clock_buffers": 0,
    },
    "final_timing": {
        "setup_viol_count_final": 7,
        "tns_ps": -8316,
        "fin_crit_sh": 1.322,
        "finalHoldViolations": 0,
        "tightest_slew_ps": 127.4,
        "timing.final.ws_setup_ps": -1962,
        "fin_crit_ps": 8062,
        "drv_slew": 0,
        "fmax_mhz": 124.0,
        "rsz0062_at_grt": "yes",
        "max-slew-margin-rel": 0.9148,
    },
    "power": {
        "p_int_uw": 55.11,
        "power.share.clock": 0,
        "swShare": 0.3068,
        "ir_drop_mv": 0.03149,
        "leakage_uw": 0.0003285,
        "power_frac_seq": 0,
        "power_uw": 79.50,
        "power.net_switching_uw": 24.39,
        "combinationalPowerShare": 1.000,
        "power_density_nw_per_um2": 86.57,
    },
    "job": {
        "openroad.warnings": 35,
        "cap_viol_max_count": 0,
    },
    "drt": {
        "drt-initial-drc-count": 2,
        "diodes": 0,
        "drt-wirelength-per-cell_microns": 11.52,
        "viasPerCell": 2.707,
        "vias": 379,
        "first_pass_iters": 2,
        "detail_route.wirelength_microns": 1613,
        "drc": 0,
        "drtAntennaViolNets": 0,
    },
    "grt": {
        "grt_usage": 0.03534,
        "antenna_found_initial": 0,
        "grt_overflow_total": 0,
        "grt_max_degree": 2,
        "grt_pass1_vias": 442,
        "grt_pass1_wl_microns": 2366,
    },
    "floorplanning": {
        "core_area_sq_um": 5075,
        "ios": 49,
        "fp_util": 0.08900,
        "chipArea_sq_um": 8464,
        "fp.dieW_microns": 92,
        "rows": 26,
        "die_y_microns": 92,
    },
    "worst_hold_path": {
        "hp-class": "input port to output port",
    },
    "run_status": {
        "violations": "negative setup slack",
        "outcome": "complete, but fails checks",
    },
    "clock_tree": {
        "postCtsSetupRepairBufs": 0,
        "cts-hold-fix-buffers": 0,
    },
}
==> cell usage after synthesis, drive strengths merged <==
cell,n,share of area
buf,16,0.27
fa,15,0.66
inv,5,0.042
ha,1,0.028
==> power groups by stage <==
stage | Combinational [uW] | Clock (uW) | Sequential (uW)
after global routing | 90.8 | 0 | 0
final | 79.5 | 0 | 0
after CTS | 83.6 | 0 | 0
==> final cells by class <==
class	count	area, sq um	share of cell area
Tap cell	70	87.58	0.09537
Multi-Input combinational cell	16	362.8	0.3951
Inverter	5	18.77	0.02044
Timing Repair Buffer	49	449.2	0.4891
==> what timing repair did <==
action | CTS | global route
gates resized | 44 | 3
pin swaps | 16 | 16
cloned | 0 | 0
endpoints found under the hold margin | 0 | 0
setup endpoints to repair | 10 | 8
==> kinds of logic after synthesis <==
family | Yosys count | synth area share
adders and majority gates | 16 | 0.6925
buffers and inverters | 21 | 0.3075
==> tightest hold or removal path: cells and delay by family <==
family | cells | cell delay, ps
adder cells (fa/ha/maj) | 1 | 100
buffers and inverters | 2 | 540
==> final timing paths <==
check / start / to / cells past startpoint
worst max-delay path: i_add1[0] / o_result[15] / 20
worst min-delay path: i_add2[0] / o_result[0] / 3
==> routing by layer <==
layer,GRT usage,part of all wire,vias up
met4,0,0,0
met1,0.04317,0.41,175
met3,0.03377,0.24,0
li1,-,-,157
met2,0.04706,0.35,47
met5,0,0,-
==> per-stage QoR <==
step           worst slack [ps]  hold slack [ps]
2_1_floorplan             -1713             2548
3_3_place_gp              -2677             3505
3_5_place_dp              -2717             3519
4_1_cts                   -2393             3088
5_1_grt                   -2102             3097
6_report                  -1962             3083
Power and IR drop assume default switching activity.
